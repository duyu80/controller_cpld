## flow/config.mk

```make
export PLATFORM = sky130hd
export DESIGN_NAME = HEADER
export DESIGN_NICKNAME = HEADER
export VERILOG_FILES = /design/flow/design.v
export SDC_FILE = /design/flow/constraint.sdc
export NUM_CORES = 4
export LEC_CHECK = 1
export CORE_AREA = 10 10 71 71
export DIE_AREA = 0 0 81 81
```

## flow/design.v

```verilog
`timescale 1ns / 1ns
module HEADER (
                input			    SYSCLK,RESET_N,     
                input			    PORT_CS,		    
                input	    [15:0]	OFFSET_SEL,	        
                input			    RD_WR,			    
                input	    [7:0]	DIN,
                output reg	[7:0]	DOUT,			    
				input       [7:0]   mem_rd_data,
				input               BUSY,
				input               ERR,
				input       [7:0]   URT_INTERCONN_OUT,   
                input       [7:0]   URT_KEY_DISABLE_OUT   
				);
wire     [7:0]   DOUT_W = ({8{OFFSET_SEL[0]}} & 8'h20)			    |
				 		  ({8{OFFSET_SEL[1]}} & 8'h14)			    |
						  ({8{OFFSET_SEL[2]}} & 8'hf0)		            |
						  ({8{OFFSET_SEL[3]}} & 8'h00)		            |
						  ({8{OFFSET_SEL[4]}} & 8'h00)		        |
						  ({8{OFFSET_SEL[5]}} & URT_INTERCONN_OUT)                   |
						  ({8{OFFSET_SEL[6]}} & URT_KEY_DISABLE_OUT)                   |
						  ({8{OFFSET_SEL[7]}} & {6'b0,BUSY,ERR});
always@(posedge SYSCLK or negedge RESET_N)
	begin
		if(RESET_N == 1'b0)
			begin
				DOUT <= 8'h0;
			end
		else
			begin
				DOUT <= (PORT_CS & RD_WR)? DOUT_W : DOUT;			
			end
	end
endmodule
```

## flow/constraint.sdc

```tcl
current_design HEADER

set clk_period 1.0
set clk_io_pct 0.2

create_clock -name clk0 -period $clk_period [get_ports {SYSCLK}]

set non_clock_inputs [all_inputs -no_clocks]
set_input_delay [expr $clk_period * $clk_io_pct] -clock clk0 $non_clock_inputs
set_output_delay [expr $clk_period * $clk_io_pct] -clock clk0 [all_outputs]
```

## flow/run.sh

```bash
#!/bin/bash
# OpenROAD 26Q1-2900-gdf79404cd8, Yosys 0.63+post, stock flow scripts
make -C /OpenROAD-flow-scripts/flow DESIGN_CONFIG=/design/flow/config.mk WORK_HOME=/design/flow/orfs finish
```

==> report_table.html <==
<p>Metrics extracted from the flow reports.</p>
<table>
<tr><th>Metric</th><th>Value</th></tr>
<tr><th colspan="2">Critical path</th></tr>
<tr><td>WP buf/inv</td><td>1</td></tr>
<tr><td>Critical path's slowest cell</td><td>dfrtp_1</td></tr>
<tr><td>Data required, critical path</td><td>0.80 ns</td></tr>
<tr><td>Minimum setup slack among reg-to-reg paths</td><td>0.09 ns</td></tr>
<tr><td>Family with the most delay on the worst path</td><td>flip-flops</td></tr>
<tr><td>Number of cells on the worst reg-to-reg path</td><td>4</td></tr>
<tr><td>Startpoint type of the worst setup path</td><td>flop</td></tr>
<tr><td>WS Path Type</td><td>flop to output pin</td></tr>
<tr><td>Critical path cell sequence</td><td>clkdlybuf4s15_1</td></tr>
<tr><td>Worst reg2reg path startpoint</td><td>DOUT[5]</td></tr>
<tr><td>Peak fanout along the critical path</td><td>2</td></tr>
<tr><td>Destination of the worst register-to-register timing path</td><td>DOUT[5]</td></tr>
<tr><td>Max stage delay on crit path</td><td>0.37 ns</td></tr>
<tr><td>Endpoint type of the worst setup path</td><td>output pin</td></tr>
<tr><td>WP data arrival</td><td>0.77 ns</td></tr>
<tr><th colspan="2">Power</th></tr>
<tr><td>Sw power</td><td>238.7 uW</td></tr>
<tr><td>Fraction of power consumed by the clock network</td><td>0.362</td></tr>
<tr><td>Maximum ir drop on the vdd rail</td><td>0.6159 mV</td></tr>
<tr><td>Final Total Pwr</td><td>1049 uW</td></tr>
<tr><td>Power per cell area</td><td>1194 nW/um^2</td></tr>
<tr><td>Total internal power</td><td>810.0 uW</td></tr>
<tr><td>Leakage dissipation</td><td>0.0003650 uW</td></tr>
<tr><td>Switching fraction of total power</td><td>0.2276</td></tr>
<tr><td>Portion of total power attributed to sequential cells</td><td>0.369</td></tr>
<tr><td>Combinational group share of total power</td><td>0.269</td></tr>
<tr><th colspan="2">Timing</th></tr>
<tr><td>Final Hold Viols</td><td>0</td></tr>
<tr><td>Clock tree skew after final layout</td><td>0 ns</td></tr>
<tr><td>Setup-failing EPs final</td><td>0</td></tr>
<tr><td>Max Fclk</td><td>1028 MHz</td></tr>
<tr><td>Share of the cycle needed by the critical path after routing</td><td>0.9728</td></tr>
<tr><td>Unrepaired setup endpoints after global routing</td><td>true</td></tr>
<tr><td>Worst hold margin</td><td>0.2681 ns</td></tr>
<tr><td>Worst slew margin</td><td>0.7334</td></tr>
<tr><td>Fin crit period</td><td>0.9728 ns</td></tr>
<tr><td>Number of max-slew violations in the final report</td><td>0</td></tr>
<tr><td>Measured slew at the worst slew-check pin</td><td>0.3986 ns</td></tr>
<tr><th colspan="2">Floorplan</th></tr>
<tr><td>Die outline height</td><td>81 um</td></tr>
<tr><td>Total die size</td><td>6561 um^2</td></tr>
<tr><td>IO Pins</td><td>62</td></tr>
<tr><td>Row cnt</td><td>22</td></tr>
<tr><td>Share of the core filled by cells before placement</td><td>0.1123</td></tr>
<tr><td>Die width</td><td>81 um</td></tr>
<tr><td>Core Area</td><td>3633 um^2</td></tr>
<tr><th colspan="2">Drt</th></tr>
<tr><td>Routed wire length per instance</td><td>14.17 um</td></tr>
<tr><td>Via density per instance</td><td>3.908</td></tr>
<tr><td>Antenna violation net count after detailed routing</td><td>0</td></tr>
<tr><td>Final wirelength</td><td>1.842 mm</td></tr>
<tr><td>First-pass iteration count of the detailed router</td><td>4</td></tr>
<tr><td>DRC Markers</td><td>0</td></tr>
<tr><td>Number of antenna cells inserted</td><td>0</td></tr>
<tr><td>DR iter-0 viols</td><td>27</td></tr>
<tr><td>Vias post-DR</td><td>508</td></tr>
<tr><th colspan="2">Synth</th></tr>
<tr><td>Mapped Avg Cell Area</td><td>10.20 um^2</td></tr>
<tr><td>Number of different library cells in the post-synthesis netlist</td><td>12</td></tr>
<tr><td>Sequential element share of the synthesized area</td><td>0.4908</td></tr>
<tr><td>Number of warnings printed during yosys synthesis</td><td>1</td></tr>
<tr><td>FF+latch count, synth</td><td>8</td></tr>
<tr><td>Number of cells in Yosys stat</td><td>40</td></tr>
<tr><td>Synth Instances</td><td>40</td></tr>
<tr><td>Chip Area, Yosys</td><td>407.9 um^2</td></tr>
<tr><td>Summed instance area of the synthesized netlist</td><td>407.9 um^2</td></tr>
<tr><th colspan="2">Clock tree</th></tr>
<tr><td>CTS clock-pin slew for the worst setup and hold paths</td><td>0.04 ns</td></tr>
<tr><td>Clock buffer depth</td><td>2</td></tr>
<tr><td>TritonCTS clock tree</td><td>done</td></tr>
<tr><td>H-tree Lvls</td><td>1</td></tr>
<tr><td>Total CTS buffers</td><td>3</td></tr>
<tr><td>Clk root buf</td><td>clkbuf_8</td></tr>
<tr><td>Clk Latency, worst-skew pair</td><td>0.23 ns</td></tr>
<tr><td># clock sinks</td><td>8</td></tr>
<tr><td>Hold bufs inserted after CTS</td><td>0</td></tr>
<tr><th colspan="2">Placement</th></tr>
<tr><td>Routability cong.</td><td>0.7705</td></tr>
<tr><td>Number of I/O port buffers</td><td>35</td></tr>
<tr><td>Cell Count Post-Placement</td><td>123</td></tr>
<tr><th colspan="2">Min path</th></tr>
<tr><td>Worst min path class</td><td>input pin to asynchronous set/reset pin</td></tr>
<tr><th colspan="2">GRT</th></tr>
<tr><td>Initial antenna violation count</td><td>0</td></tr>
<tr><td>Maximum number of pins on one net before global-route repair</td><td>9</td></tr>
<tr><td>Aggregate global routing overflow</td><td>0</td></tr>
<tr><td>First-pass GRT wire length</td><td>2.697 mm</td></tr>
<tr><td>Total Routing Usage GR</td><td>0.05400</td></tr>
<tr><td>Number of global-route vias before repair</td><td>554</td></tr>
<tr><th colspan="2">Final layout</th></tr>
<tr><td>Number of flip-flops in the largest register</td><td>8</td></tr>
<tr><td>Layout overhead on the synthesized area</td><td>115.3%</td></tr>
<tr><td>Register with the highest flop count</td><td>DOUT</td></tr>
<tr><td>Fraction of final layout cells with drive strength greater than 1</td><td>0.2683</td></tr>
<tr><td>Largest registers</td><td>DOUT: 8 flops</td></tr>
<tr><td>Final Instance Count excl. Fillers</td><td>130</td></tr>
<tr><th colspan="2">Run status</th></tr>
<tr><td>Status</td><td>complete, no violations</td></tr>
<tr><th colspan="2">Job</th></tr>
<tr><td>Count of maximum capacitance violations</td><td>0</td></tr>
<tr><td>Warning total across the stage logs</td><td>52</td></tr>
</table>
power by group through the flow:
stage | sequential [uW] | combinational, uW | clock, uW
after global routing | 389 | 310 | 411
final | 387 | 283 | 380
after CTS | 385 | 283 | 386
placed cells by master (no fill, tap or decap):
cell	Yosys	routed
dlygate4sd2_1	0	2
dfrtp_1	8	8
nand2_1	2	2
a21oi_1	14	13
a221oi_1	3	1
a22oi_1	1	1
a221oi_2	0	2
a31oi_1	2	2
a222oi_1	2	2
clkbuf_8	0	3
and2_4	1	1
dlymetal6s2s_1	0	3
clkdlybuf4s50_1	0	22
clkbuf_2	0	6
buf_4	1	9
clkdlybuf4s15_1	0	2
a211oi_1	2	2
a21oi_2	0	1
what timing repair did:
action | 4_1_cts | 5_1_grt
pin swaps | 0 | 2
cloned | 0 | 0
gates resized | 18 | 12
setup buffers | 2 | 2
endpoints found under the setup margin | 16 | 11
stage by stage:
stage | setup slack (ns) | util | instance area, um^2 | TNS (ns)
floorplan | 0.1479 | - | 407.9 | 0
global placement | -0.3452 | 0.2245 | 815.8 | -2.532
detailed placement | -0.4042 | 0.2245 | 815.8 | -2.773
CTS | 0.002431 | 0.2393 | 869.6 | 0
global route | -0.01407 | 0.2417 | 878.3 | -0.02023
finish | 0.02716 | 0.2417 | 878.3 | 0
synthesized netlist by cell type:
| cell type | instances | share of area |
|---|---|---|
| a211oi_1 | 2 | 0.037 |
| a222oi_1 | 2 | 0.049 |
| buf_2 | 2 | 0.025 |
| a221oi_1 | 3 | 0.064 |
| a31oi_1 | 2 | 0.031 |
| a21oi_1 | 14 | 0.17 |
| and2_4 | 1 | 0.021 |
| nand2_1 | 2 | 0.018 |
| buf_6 | 2 | 0.055 |
| a22oi_1 | 1 | 0.018 |
| buf_4 | 1 | 0.018 |
| dfrtp_1 | 8 | 0.49 |
cells by family after synthesis:
kind of cell           synth area share
DFF                              0.4908
buffers and inverters           0.09816
and+or+nand+nor                 0.03989
AOI/OAI and AO/OA                0.3712
worst max path at each step:
stage              from  cells after the start       to  slack, ns
4_1_cts         DOUT[7]                      1  DOUT[7]      0.002
5_1_grt   OFFSET_SEL[2]                      3  DOUT[5]      -0.01
6_report        DOUT[2]                      1  DOUT[2]       0.03
metal layers:
layer,up-vias,part of all wire,track usage
met5,-,0,0
met1,230,0.48,0.07450
met3,2,0.11,0.02339
met4,0,0.017,0.01038
li1,243,-,-
met2,33,0.39,0.07723
layout make-up:
type | count | area, um^2
Fill cell | 391 | 2755
Timing Repair Buffer | 44 | 392.9
Sequential cell | 8 | 200.2
Multi-Input combinational cell | 27 | 183.9
Tap cell | 48 | 60.06
Clock buffer | 3 | 41.29
No activity file was given, so power comes from the tool's default toggle rates.
